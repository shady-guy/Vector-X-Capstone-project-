==> ./design.v <==
module mac(input clk, input r, input [7:0] a, input [7:0] b, output reg [15:0] acc, output reg of);
	wire [16:0] c=acc+a*b;  
  	always @(posedge clk or posedge r) begin
		if(r) begin  
        	acc<=0;
          	of<=0;
        end
		else if(c[16]) begin  
        	acc<=16'hFFFF;
          	of<=1;
        end
        else begin  
          	acc<=c[15:0];
          	of<=0;
        end
	end
endmodule
==> ./run.sh <==
#!/bin/bash
# OpenROAD 26Q1-2900-gdf79404cd8, Yosys 0.63+post, stock flow scripts
make -C /OpenROAD-flow-scripts/flow DESIGN_CONFIG=/design/flow/config.mk WORK_HOME=/design/flow/orfs finish
==> ./config.mk <==
export PLATFORM = sky130hd
export DESIGN_NAME = mac
export DESIGN_NICKNAME = mac
export VERILOG_FILES = /design/flow/design.v
export SDC_FILE = /design/flow/constraint.sdc
export NUM_CORES = 4
export LEC_CHECK = 1
export CORE_UTILIZATION = 50
export SYNTH_HDL_FRONTEND = slang
==> ./constraint.sdc <==
current_design mac

set clk_period 8.7
set clk_io_pct 0.2

create_clock -name clk0 -period $clk_period [get_ports {clk}]

set non_clock_inputs [all_inputs -no_clocks]
set_input_delay [expr $clk_period * $clk_io_pct] -clock clk0 $non_clock_inputs
set_output_delay [expr $clk_period * $clk_io_pct] -clock clk0 [all_outputs]
==> flow_summary.json <==
{
  "cp.required_ns": 8.80,
  "portBuffers": 34,
  "path_class": "in2reg",
  "numCtsBuffers": 3,
  "path_clk_slew_ns": 0.08,
  "maxCapViolations": 0,
  "totalNegativeSetupSlack_ns": 0,
  "drt_wl_total_um": 6230,
  "finalSetupViolCount": 0,
  "floorplan.core_util_pct": 52.8,
  "num_rows": 28,
  "dp_slack_ns": 1.81,
  "drc": 0,
  "layout_top_cell": "inv_1",
  "yosys_cells": 360,
  "simple_gate_share_pct": 18.6,
  "slew_viol_final": 0,
  "clock_latency_ns": 0.26,
  "cp-end-kind": "register",
  "cts-resized-gates": 0,
  "outcome": "completed",
  "fin_ws_ns": 2.08,
  "gr-total-overflow": 0,
  "antenna_found_initial": 0,
  "tool_warnings": 26,
  "mux_area_share_pct": 1.29,
  "syn_to_final_growth_pct": 13.9,
  "r2r_end": "acc[15]",
  "grt_pass1_vias": 2161,
  "syn_area_um2": 3200,
  "cp_slowest_cell": "clkdlybuf4s50_1",
  "ios": 35,
  "final_area_um2": 3650,
  "crit_end": "acc[15]",
  "grt_pass1_wl_um": 10300,
  "period_used_pct": 76.1,
  "startpoint": "a[0]",
  "ctsHoldBuffers": 0,
  "first_pass_iters": 4,
  "fin_skew_ns": 0.00601,
  "die_w_um": 82.0,
  "h-tree-depth": 1,
  "die_area_um2": 6720,
  "tightest_slew_ns": 0.702,
  "crit_family": "adder cells",
  "cp_max_fo": 17,
  "max_stage_delay_ns": 0.63,
  "synth-adder-area-share_pct": 46.0,
  "dpl-instance-area_um2": 3600,
  "topCombFamilyByArea": "adder cells",
  "worstHoldPathType": "reg2reg",
  "detail_route.iter0.violations": 44,
  "finalHoldViolations": 0,
  "track_usage_pct": 21.9,
  "rsz0062_at_grt": "no",
  "yosysWarnings": 0,
  "clkSinkCount": 17,
  "ys_ff": 17,
  "layout-drive-gt1-share_pct": 3.31,
  "core_um2": 6060,
  "yosys.stat.seqShare_pct": 13.3,
  "fp.dieH_um": 82.0,
  "dp_cells": 464,
  "cts_setup_buffers": 0,
  "largest_area_cell": "fa_1",
  "crit_chain": "clkdlybuf4s50_1 > nand2_1 > fa_1 > fa_1 > inv_1 > fa_1 > inv_1 > fa_1 > inv_1 > ha_1 > and2_4 > a221oi_2 > a211oi_2 > nor4_1 > or3b_1 > o21ai_0",
  "fin_crit_ns": 6.62,
  "max_freq_mhz": 151,
  "antenna_left": 0,
  "clockBufferDepth": 2,
  "instances_no_fill": 468,
  "cpMostUsedCell": "fa_1",
  "worstSetupPathDepth": 16,
  "r2r_cells": 15,
  "post_synth_ao_oa_area_fraction_pct": 6.06,
  "syn_inst": 360,
  "grt_max_degree": 18,
  "dp_hpwl_um": 5300,
  "xor_area_share_pct": 1.64,
  "diodes": 0,
  "synth_top_area_share_pct": 31.9,
  "cts_tree": "yes",
  "synth-area-yosys_um2": 3200,
  "place_congestion": 0.832,
  "startpoint_type": "primary input",
  "vias_per_cell": 4.81,
  "cts_root_buf": "clkbuf_8",
  "cp_num_buf_inv": 4,
  "synth_cell_type_count": 40,
  "dr_total_vias": 2251,
  "final_cell_mix": "inv_1 (101), fa_1 (51), nand2_1 (40), ha_1 (36), and2_1 (35)",
  "yosys-top-cells-area": "fa_1 (32%), ha_1 (14%), dfrtp_1 (13%)",
  "avgSynthCellArea_um2": 8.89,
  "r2r_start": "acc[7]",
  "cp.arrival_ns": 6.73,
  "r2r_slack_ns": 4.00,
  "relSlewSlack_pct": 53.1,
  "wl_per_cell_um": 13.3
}
## worst min-delay path by stage
stage	start	to	cells after the start
after CTS	acc[0]	acc[0]	2
after global routing	acc[0]	acc[0]	2
final	acc[0]	acc[0]	2
## metal layers
layer,vias to the layer above,part of all wire [%],global-route usage [%]
met2,52,42,30.6
met1,1046,51,38.3
met5,-,0,0
met3,2,6.2,5.41
li1,1151,-,-
met4,0,0.32,1.23
## registers in the layout (all words and copies together) (netlist names)
signal,flops
acc,16
of,1
## logic make-up after synthesis
group | after synthesis
muxes | 4
AOI/OAI and AO/OA | 29
buffers and inverters | 107
and+or+nand+nor | 110
adders and majority gates | 87
DFF | 17
xor gates and xnor gates | 6
## Yosys cell counts
library cell  instances
inv_1               101
fa_1                 51
nand2_1              40
ha_1                 36
and2_1               35
dfrtp_1              17
o21ai_0               8
a21oi_1               7
nand2b_1              6
nor2_1                5
nor3_1                4
a31oi_1               3
clkbuf_1              3
mux2i_1               3
nand3_1               3
xnor2_1               3
xor2_1                3
a21o_1                2
and3_1                2
nand4_1               2
nand4_2               2
nor2b_1               2
nor3b_1               2
nor4_1                2
o21a_1                2
o311ai_0              2
a211oi_2              1
a221oi_2              1
and2_4                1
buf_6                 1
buf_8                 1
inv_2                 1
mux2_2                1
nand3b_1              1
o21ai_1               1
o21bai_2              1
o31a_1                1
or3b_1                1
or3b_2                1
or4bb_1               1
## area by class of cell
| type | count | area (µm²) |
|---|---|---|
| Fill cell | 552 | 2410 |
| Sequential cell | 17 | 425 |
| Multi-Input combinational cell | 236 | 2350 |
| Timing Repair Buffer | 34 | 340 |
| Clock inverter | 1 | 7.51 |
| Tap cell | 75 | 93.8 |
| Inverter | 102 | 383 |
| Clock buffer | 3 | 41.3 |
## tightest hold or removal path, delay by kind of cell, from the launching register on
| kind | cells | cell delay [ns] |
|---|---|---|
| adders and majority gates | 1 | 0.12 |
| DFF | 1 | 0.36 |
| and+or+nand+nor | 1 | 0.09 |
## through the flow
stage / utilization (%) / hold WS (ns)
2_1_floorplan: - / 0.532
5_1_grt: 60.2 / 0.646
4_1_cts: 60.2 / 0.609
3_3_place_gp: 59.4 / 0.580
3_5_place_dp: 59.4 / 0.581
6_report: 60.2 / 0.603
